===== flow/design.v =====
module simon_key( 
  input[63 : 0] keytext,
  input  rst, clk,
  output reg [31:0][15:0] key
);
    wire [15:0] c;
    wire [61:0] z;
	reg [5:0] counter;
    reg [15:0] temp0;
    reg [15:0] temp1;
    reg [15:0] temp2;
    reg [15:0] temp3;
    reg [15:0] temp4;
	reg [15:0] temp5;
	reg [15:0] temp_out;
	reg [5:0]  z_c; 
	reg [5:0] key_counter;
    assign c = 16'hfffc;
	assign z = 62'b01100111000011010100100010111110110011100001101010010001011111;
always @( posedge clk )
begin
    if (!rst)  
      begin
         counter <= 'b0;
	     temp0 <= 'b0;
	     temp1 <= 'b0;
	     temp2 <= 'b0;
	     temp3 <= 'b0;
      end
    else if(counter == 28) 
	begin 
       key[key_counter] <= temp_out;
	   counter <= 'b0;
    end
    else if (counter == 0)
	begin
     temp0 <= keytext[63:48];
	 temp1 <= keytext[47:32];
	 temp2 <= keytext[31:16];
	 temp3 <= keytext[15:0];
	 key[0] <= keytext[63:48];
	 key[1] <= keytext[47:32];
	 key[2] <= keytext[31:16];
	 key[3] <= keytext[15:0];
	 counter <= counter+1;
    end   
    else
    begin
    key[key_counter] <= temp_out;
	temp0 <= temp1;
	temp1 <= temp2;
	temp2 <= temp3;
	temp3 <= temp_out;
	counter <= counter +1;
	end
end
always_comb
begin
    key_counter = counter+3;
    if (counter == 0)
	z_c = counter;
    else z_c = counter-1;   
	temp4 = {temp3[2:0],temp3[15:3]};
	temp4 = temp4 ^ temp1;
	temp5 = temp4 ^ {temp4[0],temp4[15:1]};
	temp_out = temp0 ^ temp5 ^ (c ^ z[z_c]);
end
endmodule
module simon_pipeline(
  input [31:0] plaintext,
  input clk,rst,
  input [63:0] keytext,
  output reg [31:0] ciphertext
 );
reg [31:0][15:0] key;  
simon_key key_generate(
  .clk(clk),
  .rst(rst),
  .keytext(keytext),
  .key(key)
);
reg [15:0] in_low1; reg [15:0] in_high1; reg [15:0] out_low1; reg [15:0] out_high1;
reg [15:0] in_low2; reg [15:0] in_high2; reg [15:0] out_low2; reg [15:0] out_high2;
reg [15:0] in_low3; reg [15:0] in_high3; reg [15:0] out_low3; reg [15:0] out_high3;
reg [15:0] in_low4; reg [15:0] in_high4; reg [15:0] out_low4; reg [15:0] out_high4;
reg [15:0] in_low5; reg [15:0] in_high5; reg [15:0] out_low5; reg [15:0] out_high5;
reg [15:0] in_low6; reg [15:0] in_high6; reg [15:0] out_low6; reg [15:0] out_high6;
reg [15:0] in_low7; reg [15:0] in_high7; reg [15:0] out_low7; reg [15:0] out_high7;
reg [15:0] in_low8; reg [15:0] in_high8; reg [15:0] out_low8; reg [15:0] out_high8;
reg [15:0] in_low9; reg [15:0] in_high9; reg [15:0] out_low9; reg [15:0] out_high9;
reg [15:0] in_low10; reg [15:0] in_high10; reg [15:0] out_low10; reg [15:0] out_high10;
reg [15:0] in_low11; reg [15:0] in_high11; reg [15:0] out_low11; reg [15:0] out_high11;
reg [15:0] in_low12; reg [15:0] in_high12; reg [15:0] out_low12; reg [15:0] out_high12;
reg [15:0] in_low13; reg [15:0] in_high13; reg [15:0] out_low13; reg [15:0] out_high13;
reg [15:0] in_low14; reg [15:0] in_high14; reg [15:0] out_low14; reg [15:0] out_high14;
reg [15:0] in_low15; reg [15:0] in_high15; reg [15:0] out_low15; reg [15:0] out_high15;
reg [15:0] in_low16; reg [15:0] in_high16; reg [15:0] out_low16; reg [15:0] out_high16;
reg [15:0] in_low17; reg [15:0] in_high17; reg [15:0] out_low17; reg [15:0] out_high17;
reg [15:0] in_low18; reg [15:0] in_high18; reg [15:0] out_low18; reg [15:0] out_high18;
reg [15:0] in_low19; reg [15:0] in_high19; reg [15:0] out_low19; reg [15:0] out_high19;
reg [15:0] in_low20; reg [15:0] in_high20; reg [15:0] out_low20; reg [15:0] out_high20;
reg [15:0] in_low21; reg [15:0] in_high21; reg [15:0] out_low21; reg [15:0] out_high21;
reg [15:0] in_low22; reg [15:0] in_high22; reg [15:0] out_low22; reg [15:0] out_high22;
reg [15:0] in_low23; reg [15:0] in_high23; reg [15:0] out_low23; reg [15:0] out_high23;
reg [15:0] in_low24; reg [15:0] in_high24; reg [15:0] out_low24; reg [15:0] out_high24;
reg [15:0] in_low25; reg [15:0] in_high25; reg [15:0] out_low25; reg [15:0] out_high25;
reg [15:0] in_low26; reg [15:0] in_high26; reg [15:0] out_low26; reg [15:0] out_high26;
reg [15:0] in_low27; reg [15:0] in_high27; reg [15:0] out_low27; reg [15:0] out_high27;
reg [15:0] in_low28; reg [15:0] in_high28; reg [15:0] out_low28; reg [15:0] out_high28;
reg [15:0] in_low29; reg [15:0] in_high29; reg [15:0] out_low29; reg [15:0] out_high29;
reg [15:0] in_low30; reg [15:0] in_high30; reg [15:0] out_low30; reg [15:0] out_high30;
reg [15:0] in_low31; reg [15:0] in_high31; reg [15:0] out_low31; reg [15:0] out_high31;
reg [15:0] in_low32; reg [15:0] in_high32; reg [15:0] out_low32; reg [15:0] out_high32;
always @ (posedge clk)
begin
  if (!rst)
    begin
      in_low1  <= 0;
      in_high1 <= 0;
    end
  else
      begin
            in_high1 <= plaintext[31:16];
            in_low1 <= plaintext[15:0];
            in_low2  <= out_low1;    in_low3  <= out_low2;
            in_high2 <= out_high1;   in_high3 <= out_high2;
            in_low4  <= out_low3;    in_low5  <= out_low4;
            in_high4 <= out_high3;   in_high5 <= out_high4;
            in_low6  <= out_low5;    in_low7  <= out_low6;
            in_high6 <= out_high5;   in_high7 <= out_high6;
            in_low8  <= out_low7;    in_low9  <= out_low8;
            in_high8 <= out_high7;   in_high9 <= out_high8;
            in_low10  <= out_low9;    in_low11  <= out_low10;
            in_high10 <= out_high9;   in_high11 <= out_high10;
            in_low12  <= out_low11;    in_low13  <= out_low12;
            in_high12 <= out_high11;   in_high13 <= out_high12;
            in_low14  <= out_low13;    in_low15  <= out_low14;
            in_high14 <= out_high13;   in_high15 <= out_high14;
            in_low16  <= out_low15;    in_low17  <= out_low16;
            in_high16 <= out_high15;   in_high17 <= out_high16;
            in_low18  <= out_low17;    in_low19  <= out_low18;
            in_high18 <= out_high17;   in_high19 <= out_high18;
            in_low20  <= out_low19;    in_low21  <= out_low20;
            in_high20 <= out_high19;   in_high21 <= out_high20;
            in_low22  <= out_low21;    in_low23  <= out_low22;
            in_high22 <= out_high21;   in_high23 <= out_high22;
            in_low24  <= out_low23;    in_low25  <= out_low24;
            in_high24 <= out_high23;   in_high25 <= out_high24;
            in_low26  <= out_low25;    in_low27  <= out_low26;
            in_high26 <= out_high25;   in_high27 <= out_high26;
            in_low28  <= out_low27;    in_low29  <= out_low28;
            in_high28 <= out_high27;   in_high29 <= out_high28;
            in_low30  <= out_low29;    in_low31  <= out_low30;
            in_high30 <= out_high29;   in_high31 <= out_high30;
            in_low32  <= out_low31;    ciphertext[15:0]<= out_high32;
            in_high32 <= out_high31;   ciphertext[31:16] <= out_low32;
      end
end  
single_block E1(        
  .in_low(in_low1),
  .in_high(in_high1),
  .out_low(out_low1),
  .out_high(out_high1),
  .in_key(key[0])
);
single_block E2(        
  .in_low(in_low2),
  .in_high(in_high2),
  .out_low(out_low2),
  .out_high(out_high2),
  .in_key(key[1])
);
single_block E3(
  .in_low(in_low3),
  .in_high(in_high3),
  .out_low(out_low3),
  .out_high(out_high3),
  .in_key(key[2])
);
single_block E4(
  .in_low(in_low4),
  .in_high(in_high4),
  .out_low(out_low4),
  .out_high(out_high4),
  .in_key(key[3])
);
single_block E5(
  .in_low(in_low5),
  .in_high(in_high5),
  .out_low(out_low5),
  .out_high(out_high5),
  .in_key(key[4])
);
single_block E6(
  .in_low(in_low6),
  .in_high(in_high6),
  .out_low(out_low6),
  .out_high(out_high6),
  .in_key(key[5])
);
single_block E7(
  .in_low(in_low7),
  .in_high(in_high7),
  .out_low(out_low7),
  .out_high(out_high7),
  .in_key(key[6])
);
single_block E8(
  .in_low(in_low8),
  .in_high(in_high8),
  .out_low(out_low8),
  .out_high(out_high8),
  .in_key(key[7])
);
single_block E9(
  .in_low(in_low9),
  .in_high(in_high9),
  .out_low(out_low9),
  .out_high(out_high9),
  .in_key(key[8])
);
single_block E10(
  .in_low(in_low10),
  .in_high(in_high10),
  .out_low(out_low10),
  .out_high(out_high10),
  .in_key(key[9])
);
single_block E11(
  .in_low(in_low11),
  .in_high(in_high11),
  .out_low(out_low11),
  .out_high(out_high11),
  .in_key(key[10])
);
single_block E12(
  .in_low(in_low12),
  .in_high(in_high12),
  .out_low(out_low12),
  .out_high(out_high12),
  .in_key(key[11])
);
single_block E13(
  .in_low(in_low13),
  .in_high(in_high13),
  .out_low(out_low13),
  .out_high(out_high13),
  .in_key(key[12])
);
single_block E14(
  .in_low(in_low14),
  .in_high(in_high14),
  .out_low(out_low14),
  .out_high(out_high14),
  .in_key(key[13])
);
single_block E15(
  .in_low(in_low15),
  .in_high(in_high15),
  .out_low(out_low15),
  .out_high(out_high15),
  .in_key(key[14])
);
single_block E16(
  .in_low(in_low16),
  .in_high(in_high16),
  .out_low(out_low16),
  .out_high(out_high16),
  .in_key(key[15])
);
single_block E17(
  .in_low(in_low17),
  .in_high(in_high17),
  .out_low(out_low17),
  .out_high(out_high17),
  .in_key(key[16])
);
single_block E18(
  .in_low(in_low18),
  .in_high(in_high18),
  .out_low(out_low18),
  .out_high(out_high18),
  .in_key(key[17])
);
single_block E19(
  .in_low(in_low19),
  .in_high(in_high19),
  .out_low(out_low19),
  .out_high(out_high19),
  .in_key(key[18])
);
single_block E20(
  .in_low(in_low20),
  .in_high(in_high20),
  .out_low(out_low20),
  .out_high(out_high20),
  .in_key(key[19])
);
single_block E21(
  .in_low(in_low21),
  .in_high(in_high21),
  .out_low(out_low21),
  .out_high(out_high21),
  .in_key(key[20])
);
single_block E22(
  .in_low(in_low22),
  .in_high(in_high22),
  .out_low(out_low22),
  .out_high(out_high22),
  .in_key(key[21])
);
single_block E23(
  .in_low(in_low23),
  .in_high(in_high23),
  .out_low(out_low23),
  .out_high(out_high23),
  .in_key(key[22])
);
single_block E24(
  .in_low(in_low24),
  .in_high(in_high24),
  .out_low(out_low24),
  .out_high(out_high24),
  .in_key(key[23])
);
single_block E25(
  .in_low(in_low25),
  .in_high(in_high25),
  .out_low(out_low25),
  .out_high(out_high25),
  .in_key(key[24])
);
single_block E26(
  .in_low(in_low26),
  .in_high(in_high26),
  .out_low(out_low26),
  .out_high(out_high26),
  .in_key(key[25])
);
single_block E27(
  .in_low(in_low27),
  .in_high(in_high27),
  .out_low(out_low27),
  .out_high(out_high27),
  .in_key(key[26])
);
single_block E28(
  .in_low(in_low28),
  .in_high(in_high28),
  .out_low(out_low28),
  .out_high(out_high28),
  .in_key(key[27])
);
single_block E29(
  .in_low(in_low29),
  .in_high(in_high29),
  .out_low(out_low29),
  .out_high(out_high29),
  .in_key(key[28])
);
single_block E30(
  .in_low(in_low30),
  .in_high(in_high30),
  .out_low(out_low30),
  .out_high(out_high30),
  .in_key(key[29])
);
single_block E31(
  .in_low(in_low31),
  .in_high(in_high31),
  .out_low(out_low31),
  .out_high(out_high31),
  .in_key(key[30])
);
single_block E32(
  .in_low(in_low32),
  .in_high(in_high32),
  .out_low(out_low32),
  .out_high(out_high32),
  .in_key(key[31])
);
endmodule
module single_block(
  input [15:0] in_low,
  input [15:0] in_high,
  input [15:0] in_key,
  output reg [15:0] out_low,
  output reg [15:0] out_high
);
reg [15:0] temp1;
reg [15:0] temp2;
always @(in_low,in_high,in_key)
  begin
    temp1 = {in_high[14:0],in_high[15]}&{in_high[7:0],in_high[15:8]};
    temp2 = temp1 ^ in_low ^ {in_high[13:0],in_high[15:14]};
    out_low = in_high;
    out_high = temp2 ^ in_key;
  end
endmodule

===== flow/run.sh =====
#!/bin/bash
# OpenROAD 26Q1-2900-gdf79404cd8, Yosys 0.63+post, stock flow scripts
make -C /OpenROAD-flow-scripts/flow DESIGN_CONFIG=/design/flow/config.mk WORK_HOME=/design/flow/orfs finish

===== flow/config.mk =====
export PLATFORM = sky130hd
export DESIGN_NAME = simon_pipeline
export DESIGN_NICKNAME = simon_pipeline
export VERILOG_FILES = /design/flow/design.v
export SDC_FILE = /design/flow/constraint.sdc
export NUM_CORES = 4
export LEC_CHECK = 1
export CORE_UTILIZATION = 40

===== flow/constraint.sdc =====
current_design simon_pipeline

set clk_period 28.8
set clk_io_pct 0.2

create_clock -name clk0 -period $clk_period [get_ports {clk}]

set non_clock_inputs [all_inputs -no_clocks]
set_input_delay [expr $clk_period * $clk_io_pct] -clock clk0 $non_clock_inputs
set_output_delay [expr $clk_period * $clk_io_pct] -clock clk0 [all_outputs]

==> out/README.md <==
| Stage | Quantity | Value |
|---|---|---|
| run status | Status | complete, no violations |
| clock network | Number of buffers on the longest clock path | 3 |
| final timing | Max-slew headroom | 0.398 |
| placement | Worst slack after detailed placement | 19.15 ns |
| grt | Tot GR Track Use | 0.201 |
| worst setup path | Worst reg2reg startpoint | key_generate.counter[1] |
| grt | First-pass GRT wire length | 255 mm |
| worst setup path | Crit Path Max Fanout | 113 |
| worst setup path | CP Capture Point | key_generate.key[179] |
| finish | Synthesis-to-layout area growth | 13.2% |
| final timing | Clock period minus worst slack | 8.82 ns |
| clock network | Post-CTS Hold Buffers | 0 |
| finish | Number of fill cells in the layout | 15500 |
| worst setup path | Crit path buffers/inverters | 6 |
| worst setup path | Setup crit start kind | input port |
| synth | Number of distinct library cell variants in the gate-level netlist after synthesis | 65 |
| worst setup path | Cell with the largest stage delay on the worst path | buf_4 |
| clock network | Clock sink total | 1638 |
| power | Internal Dissipation | 6.36 mW |
| worst setup path | Minimum setup slack among reg-to-reg paths | 23.67 ns |
| synth | Synthesis Warnings | 3 |
| grt | Maximum number of pins on one net before global-route repair | 128 |
| power | Cell Pwr Density | 115 mW/mm^2 |
| floorplan | Die Y-Extent | 430 um |
| finish | Flip-flop count of the largest register after layout | 512 |
| worst setup path | Instance count on the critical path | 7 |
| synth | Most used flip-flop cell | edfxtp_1 |
| floorplan | Chip width | 430 um |
| floorplan | Die Size | 0.185 mm^2 |
| synth | Count of flip-flops with a built-in enable after synthesis | 1536 |
| finish | Seq. cell area | 0.0482 mm^2 |
| power | Relative contribution of combinational cells to total power | 0.307 |
| drt | Drt pass-1 iters | 5 |
| worst setup path | Crit path required time | 29.21 ns |
| finish | Layout Utilization | 0.458 |
| finish | Design Area, Final | 0.0830 mm^2 |
| final timing | Total Neg Setup Slack | 0 ns |
| synth | Total standard cell area after synthesis | 0.0733 mm^2 |
| final timing | Final Max Slew Viols | 0 |
| worst setup path | Number of cells on the worst reg-to-reg path | 15 |
| final timing | Worst hold-check slack | 0.479 ns |
| worst setup path | Reg-to-reg endpoint | key_generate.key[336] |
| clock network | Max H-tree Level | 4 |
| drt | Max Used Layer | met4 |
| worst setup path | Sequence of cells on the critical path | buf_8 > inv_2 > nor2_4 > buf_12 > buf_4 > buf_12 > buf_4 |
| placement | Dpl cell area | 0.0778 mm^2 |
| power | Leakage | 26.9 nW |
| drt | Met2 wire length | 82.0 mm |
| finish | Proportion of layout cells with a drive suffix above 1 | 0.145 |
| drt | Routed length on met1 | 69.0 mm |
| power | Maximum vdd drop | 0.0725 mV |
| clock network | Post-cts repair resize count | 0 |
| worst setup path | Data arrival at the endpoint of the critical path | 9.23 ns |
| finish | Final cell count without fillers | 7641 |
| final timing | Total setup violations reported at the end of the flow | 0 |
| flow run | Maxcap violations | 0 |
| placement | Detail Placement HPWL | 115 mm |
| drt | Final Routed Wirelength | 171 mm |
| floorplan | Init Core Util | 0.404 |
| clock network | Clock tree from TritonCTS | built |
| clock network | Cell at the root of the clock tree | clkbuf_16 |
| synth | Cell total in the yosys stat output | 4911 |
| synth | #FFs+latches synth | 1638 |
| drt | Antenna viol nets, final | 0 |
| grt | Grt ovf | 0 |
| worst setup path | Crit path kind | input port to flip-flop |
| final timing | F_max | 113 MHz |
| placement | Post-placement cell count | 7340 |
| final timing | Count of endpoints failing hold in the final timing report | 0 |
| worst setup path | Biggest cell delay along the critical path | 0.76 ns |
| placement | Weighted congestion reported at the end of routability-driven placement | 0.906 |
| final timing | RSZ-0062 raised after global routing | no |
| worst setup path | Capturing element type of the critical path | flip-flop |
| final timing | Max Clock Skew | 0.0476 ns |
| synth | Post-synthesis instance total | 4911 |
| synth | Sequential fraction of the synthesis area | 0.657 |
| power | Switch share | 0.335 |
| drt | Drt drc | 0 |
| drt | Number of vias per cell after detailed routing | 4.92 |
| floorplan | I/O pin cnt | 130 |
| power | Sequential share of power | 0.477 |
| drt | Amount of wire on met3 after detailed routing | 16.4 mm |
| floorplan | Num rows | 156 |
| clock network | Buffers inserted by post-CTS timing repair | 0 |
| worst setup path | Family with the most delay on the worst path | buffers and inverters |
| floorplan | Core footprint | 0.181 mm^2 |
| drt | Per-cell routed wire length | 22.4 um |
| clock network | Clock slew at the register clock pins of the worst setup and hold paths | 0.06 ns |
| synth | Post-synthesis area per instance | 14.9 um^2 |
| final timing | Worst slew pin tran | 0.903 ns |
| synth | Summed standard-cell area reported by yosys | 0.0733 mm^2 |
| clock network | Clock latency at the later pin of the worst-skew pair | 0.81 ns |
| grt | Number of antenna violations at the first check in global routing | 2 |
| synth | Synth async-reset ratio | 0 |
| drt | Number of violations reported at the end of detailed-routing iteration 0 | 2443 |
| drt | Count of vias placed by the detailed router | 37600 |
| final timing | Setup ws final | 19.98 ns |
| clock network | Inserted Clock Buffers | 168 |
| grt | Number of global-route vias before repair | 38900 |
| finish | Largest Register | key_generate.key |
| worst hold path | Worst min-delay path class | flip-flop to flip-flop |
| power | Relative contribution of the clock network to total power | 0.216 |
| power | Switching component of the power | 3.21 mW |
| finish | Area of combinational cells with multiple inputs | 0.0247 mm^2 |
| finish | Registers with the most flip-flops | key_generate.key (512), ciphertext (32) |
| power | PnR Total Power | 9.56 mW |
| worst setup path | Critical Path Source | rst |
| flow run | OpenROAD warning count | 37 |
| final timing | Final cycle utilization of the critical path | 0.306 |
| placement | Input/output buffers | 129 |
-- final cells by class --
cell class / instances / area share
inverter: 9 / 0.000407
antenna: 1 / 0.0000302
tap: 2370 / 0.0357
sequential: 1638 / 0.581
clock inverter: 79 / 0.00728
clock buffer: 221 / 0.0551
multi-input combinational: 3123 / 0.298
timing repair buffer: 200 / 0.0227
-- placed cells by master, fill, tap and decap left out, types with 9 or more instances in the layout --
cell type           n
mux2_2            382
nand2_1           725
a31oi_1            62
and3_1              9
xor2_4             13
mux2_1             38
buf_4              67
nor2_1             14
clkdlybuf4s50_1   128
clkbuf_1           43
edfxtp_1         1536
xnor2_1          1575
clkinv_2           30
mux2i_1            61
o21ai_0            69
clkbuf_16         174
and2_1             34
clkinv_1           31
dfxtp_1           102
a21oi_1            10
mux2_4             30
-- worst register-to-register path, delay by kind of cell (launching register included) --
kind	cells	cell delay (ns)
AND-OR/OR-AND	3	0.52
buffers and inverters	4	1.22
AND/OR/NAND/NOR	3	1.14
XOR/XNOR	2	0.47
flip-flops	1	0.50
multiplexers	1	0.35
adder cells (fa/ha/maj)	2	0.68
-- power groups by stage --
stage     Sequential, mW  Combinational, mW  Clock (mW)
4_1_cts             4.59               2.99        2.12
5_1_grt             4.66               3.24        2.20
6_report            4.56               2.93        2.07
-- synthesized netlist by cell type (all sizes together) (11+ instances only) --
master | instances | area [um^2]
buf | 59 | 372
nand2 | 729 | 2750
clkbuf | 82 | 308
edfxtp | 1536 | 46100
nand3 | 13 | 100
xnor2 | 1581 | 13900
a31oi | 62 | 388
o21ai | 75 | 390
and2 | 34 | 213
mux2i | 61 | 611
xor2 | 17 | 164
nor2 | 18 | 72.6
a21oi | 11 | 66.3
mux2 | 450 | 5180
dfxtp | 102 | 2040
-- metal layers --
layer,vias up,global-route usage
met2,1135,0.306
met5,-,0
met4,0,0.0387
met1,18600,0.291
met3,217,0.0841
li1,17700,-
-- kinds of logic after synthesis --
logic type                 Yosys count  synth area share
xor gates and xnor gates          1598             0.191
buffers and inverters              150           0.00973
and+or+nand+nor                    836            0.0475
DFF                               1638             0.657
adders and majority gates            8           0.00137
AOI/OAI and AO/OA                  170            0.0141
muxes                              511            0.0790
-- how the worst min path moves through the flow --
stage                 slack (ns)                      to  cells after the start              startpoint
final                       0.48  key_generate.temp2[13]                      2  key_generate.temp2[13]
after CTS                   0.48   key_generate.temp1[2]                      2   key_generate.temp2[2]
after global routing        0.50   key_generate.temp2[3]                      2   key_generate.temp2[3]
Power is estimated from default activity; no workload was simulated.
