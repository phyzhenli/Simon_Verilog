**flow/design.v**
```verilog
module simon_key_f(
    input[63:0] keytext,
    input clk, rst,
    output reg [31:0][15:0] key
);
    wire [15:0] c;
    wire [61:0] z;
    reg [15:0] temp0;
    reg [15:0] temp1;
    reg [15:0] temp2;
    reg [15:0] temp3;
    reg [15:0] temp4;
    reg [15:0] temp5;
    reg [15:0] temp_out;
    reg [5:0] counter;
    reg [5:0] key_counter;
    reg [5:0] z_c;
    assign c = 16'hfffc;
    assign z = 62'b01100111000011010100100010111110110011100001101010010001011111;
always @(posedge clk)
begin
    if(!rst)
        begin
            counter <= 6'd0;
        end
    else if(counter == 6'd0)
        begin
            temp0 <= keytext[63:48];
            temp1 <= keytext[47:32];
            temp2 <= keytext[31:16];
            temp3 <= keytext[15:0];
            key[0] <= keytext[63:48];
            key[1] <= keytext[47:32];
            key[2] <= keytext[31:16];
            key[3] <= keytext[15:0];
            counter <= counter+1;
        end
    else if(counter == 6'd28)   
        begin
            key[key_counter] <= temp_out;
            temp0 <= temp0;
            temp1 <= temp1;
            temp2 <= temp2;
            temp3 <= temp3;
            counter <= counter;
        end
    else
        begin
            key[key_counter] <= temp_out;
            temp0 <= temp1;
            temp1 <= temp2;
            temp2 <= temp3;
            temp3 <= temp_out;
            counter <= counter+1;
        end
end
always @(*)
begin
    key_counter = counter+3;
    if(counter == 6'd0)
        z_c = counter;
    else
        z_c = counter-1;
    temp4 = {temp3[2:0],temp3[15:3]};
    temp4 = temp4 ^ temp1;
    temp5 = temp4 ^ {temp4[0],temp4[15:1]};
    temp_out = temp0 ^ temp5 ^ (c ^ z[z_c]);
end
endmodule
```
**flow/config.mk**
```make
export PLATFORM = sky130hd
export DESIGN_NAME = simon_key_f
export DESIGN_NICKNAME = simon_key_f
export VERILOG_FILES = /design/flow/design.v
export SDC_FILE = /design/flow/constraint.sdc
export NUM_CORES = 4
export LEC_CHECK = 1
export CORE_UTILIZATION = 40
```
**flow/constraint.sdc**
```tcl
current_design simon_key_f

set clk_period 31.5
set clk_io_pct 0.2

create_clock -name clk0 -period $clk_period [get_ports {clk}]

set non_clock_inputs [all_inputs -no_clocks]
set_input_delay [expr $clk_period * $clk_io_pct] -clock clk0 $non_clock_inputs
set_output_delay [expr $clk_period * $clk_io_pct] -clock clk0 [all_outputs]
```
**flow/run.sh**
```bash
#!/bin/bash
# OpenROAD 26Q1-2900-gdf79404cd8, Yosys 0.63+post, stock flow scripts
make -C /OpenROAD-flow-scripts/flow DESIGN_CONFIG=/design/flow/config.mk WORK_HOME=/design/flow/orfs finish
```
==> reports/results.ini <==
[global_route]
antenna_found_initial = 4
grt_pass1_wl_mm = 126
grt_max_degree = 116
overflow = 0
grt_use_total = 0.281
first_global_vias = 19200

[logic_synthesis]
synthCells = 2228
synth_area_um2 = 25700
ys_cells = 2228
ys_seq_frac = 0.678
synth_area_leader_cell = edfxtp_1
synth-edff-count = 576
synth-seq-cells = 582
synth-async-reset-ratio = 0
synth.distinct_cells = 56
synthFlopType = edfxtp_1
synth_top_area_share = 0.674
ys_warn_count = 1
synth.area.top_cells = edfxtp_1 (67%), a21oi_1 (8.3%), nor2_1 (7.1%)
ys_area_um2 = 25700
postSynthAreaPerCell_um2 = 11.5

[die]
core-area_um2 = 63200
fp_util = 0.406
ios = 578
die-area_um2 = 65200
die_h_um = 255
rows = 92
dieWidth_um = 255

[finish]
area_growth_syn_to_layout_pct = 34.3
fill_cells = 5204
layout-drive-gt1-share = 0.0942
stdcell_area_um2 = 34500
regArea_um2 = 17400
comb_area_um2 = 7610
instances_no_fill = 3662

[drt]
wl_mm = 84.9
vias = 19300
first_pass_iters = 7
wire_per_inst_um = 23.2
drc = 0
avgViaCountPerCell = 5.27
drtAntennaViolNets = 0
drt_iter0_markers = 1416

[final_timing]
drv_slew = 0
tightest_slew_ps = 884
period_needed_ps = 10200
fin_crit_sh = 0.324
relSlewSlack = 0.411
clock_skew_ps = 26.1
fmax_mhz = 98.0
setup_tns_ps = 0
setup_violations = 0
rsz0062_at_grt = no
hold_viol = 0

[power_and_ir_drop]
peakVddDrop_mv = 0.0609
p_per_area_nw_per_um2 = 75.0
p_leak_uw = 0.0122

[worst_setup_path]
critPathLaunchType = primary input
worstSetupPathType = in -> reg
reg2reg_from = counter[0]$_SDFFE_PN0N_
r2r_slack_ps = 25360
worstPathMaxFanout = 115
crit_required_ps = 31730
critPathCaptureType = register
reg2reg_to = key[290]$_DFFE_PP_
reg2regPathDepth = 10
worstPathArrival_ps = 10430

[placed_design]
post-place-cells = 3541
dp_hpwl_mm = 56.8
placed_area_um2 = 32400
place_congestion = 0.868
io_buffers = 577

[worst_hold_path]
min_path_cells = 2
hold_path.startpoint = temp2[12]$_DFFE_PP_
hold_path_class = reg -> reg
hold_end = temp1[12]$_DFFE_PP_

[flow_run]
maxCapViolCount = 0
warning_count = 34

[clock_network]
cts_tree = yes
path_clk_slew_ps = 60
clock_path_buffers = 3
cts-root-buf = clkbuf_16
numCtsBuffers = 66
cts_setup_buffers = 0
hold_buffers = 0
cts.htree.levels = 3
clk_latency_ps = 600
clock_sinks = 582
cts_resized = 0

[outcome]
status = complete, no violations

## worst max-delay path: stages
cell and delay, ps:
buf_2 290, inv_1 250, nor2_4 180, buf_12 460
buf_4 750, buf_4 710, buf_4 580, buf_4 720
## sequential cells by signal, indices dropped and copies added, names as in the netlist
name,count
counter,6
key,512
temp0,16
temp1,16
temp2,16
temp3,16
## where the power goes
| part | switching (µW) | leakage, µW | internal (µW) |
|---|---|---|---|
| registers | 47.6 | 0.00553 | 972 |
| logic | 564 | 0.00569 | 264 |
| clock network | 314 | 0.00101 | 427 |
| total | 925 | 0.0122 | 1660 |
## area by class of cell
type	count	area share
multi-input combinational	1456	0.221
timing repair buffer	645	0.182
clock inverter	39	0.00987
antenna	2	0.000145
tap	846	0.0307
sequential	582	0.505
inverter	12	0.00131
clock buffer	80	0.0500
## cell usage in the layout (no fill, tap or decap), types with 4 or more instances in the layout
master | synthesis | routed
clkdlybuf4s50_1 | 0 | 576
edfxtp_1 | 576 | 576
nor2_1 | 487 | 465
a21oi_1 | 426 | 426
nand2_1 | 204 | 203
clkbuf_16 | 0 | 67
buf_4 | 5 | 67
o21ai_0 | 39 | 39
xnor2_1 | 51 | 38
and2_1 | 33 | 32
o21ai_1 | 30 | 30
mux2_2 | 27 | 27
nor2_2 | 7 | 26
o31ai_1 | 23 | 23
mux2i_1 | 18 | 18
clkinv_1 | 1 | 13
xnor2_2 | 1 | 13
clkinv_2 | 0 | 13
clkbuf_1 | 99 | 13
inv_1 | 11 | 11
o31ai_2 | 10 | 10
nor3_1 | 9 | 9
xor2_1 | 11 | 9
nand3_1 | 9 | 9
ha_1 | 9 | 9
or3_1 | 8 | 8
or2_2 | 8 | 8
dfxtp_1 | 6 | 6
bufinv_16 | 0 | 4
## logic make-up after synthesis
family	count (synthesis)	synth area share
and+or+nand+nor	787	0.126
DFF	582	0.678
AOI/OAI and AO/OA	551	0.116
buffers and inverters	190	0.0339
xor gates and xnor gates	64	0.0229
muxes	45	0.0189
adders and majority gates	9	0.00439
## worst max-delay path by stage
stage | start | to
4_1_cts | rst | key[219]$_DFFE_PP_
5_1_grt | rst | key[169]$_DFFE_PP_
6_report | rst | key[290]$_DFFE_PP_
## through the flow
step                hold slack, ps  total power, µW  setup WS, ps  utilization
CTS                            510             2610         21330        0.546
floorplan                      491             1410          5270            -
detailed placement             499             1870         20680        0.513
finish                         508             2590         21300        0.546
global placement               502             1860         20720        0.513
global route                   533             2700         21040        0.546
## cells in the mapped netlist (8+ instances only)
| cell type | n |
|---|---|
| or2_2 | 8 |
| nand2_1 | 204 |
| mux2_2 | 27 |
| buf_2 | 62 |
| nor3_1 | 9 |
| nand3_1 | 9 |
| edfxtp_1 | 576 |
| nor2_1 | 487 |
| o31ai_2 | 10 |
| o21ai_0 | 39 |
| o21ai_1 | 30 |
| clkbuf_1 | 99 |
| o31ai_1 | 23 |
| or3_1 | 8 |
| inv_1 | 11 |
| buf_6 | 8 |
| and2_1 | 33 |
| xor2_1 | 11 |
| xnor2_1 | 51 |
| ha_1 | 9 |
| a21oi_1 | 426 |
| mux2i_1 | 18 |
## metal layers
layer | vias to the layer above | track usage | wire (µm)
met3 | 132 | 0.141 | 11000
met4 | 2 | 0.0686 | 2640
li1 | 8975 | - | -
met2 | 893 | 0.405 | 38700
met1 | 9279 | 0.407 | 32700
met5 | - | 0 | 7
No activity file was given, so power comes from the tool's default toggle rates.
